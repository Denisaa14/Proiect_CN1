### constraint.sdc
current_design MUX_logic

set clk_period 1.0
set clk_io_pct 0.2

create_clock -name clk0 -period $clk_period

set non_clock_inputs [all_inputs -no_clocks]
set_input_delay [expr $clk_period * $clk_io_pct] -clock clk0 $non_clock_inputs
set_output_delay [expr $clk_period * $clk_io_pct] -clock clk0 [all_outputs]
### config.mk
export PLATFORM = sky130hd
export DESIGN_NAME = MUX_logic
export DESIGN_NICKNAME = MUX_logic
export VERILOG_FILES = /design/flow/design.v
export SDC_FILE = /design/flow/constraint.sdc
export NUM_CORES = 4
export LEC_CHECK = 1
export CORE_AREA = 10 10 70 70
export DIE_AREA = 0 0 80 80
### run.sh
#!/bin/bash
# OpenROAD 26Q1-2900-gdf79404cd8, Yosys 0.63+post, stock flow scripts
make -C /OpenROAD-flow-scripts/flow DESIGN_CONFIG=/design/flow/config.mk WORK_HOME=/design/flow/orfs finish
### design.v
module MUX (
   input  in0, in1,
   input  select,
   output out
);
   assign out = (~select & in0) | (select & in1);
endmodule 
module MUX_4_to_1 (
   input in0, in1, in2, in3,
   input [1:0] select,
   output wire out
);
   wire out_0, out_1;
   MUX mux_0(
         .in0(in0),
         .in1(in1),
         .select(select[0]),
         .out(out_0)
         );
   MUX mux_1(
         .in0(in2),
         .in1(in3),
         .select(select[0]),
         .out(out_1)
         );
   MUX mux(
       .in0(out_0),
       .in1(out_1),
       .select(select[1]),
       .out(out)
       );
endmodule
module MUX_logic(
   input [7:0] in0, in1, in2,
   input [1:0] select,
   output [7:0] out
);
   generate
      genvar i;
      for(i=0; i < 8; i = i + 1) begin: mux
     MUX_4_to_1 mux(
		.in0(in0[i]), 
            	.in1(in1[i]),
            	.in2(in2[i]),
            	.in3(1'bx),
            	.select(select), 
            	.out(out[i])
	);
      end
   endgenerate
endmodule
==> qor.rpt <==
=====================================================================================
Critical Path Sink Type                                                    output pin
Dominant cell area share                                                        28.8%
Mux area share                                                                  28.8%
First element of the critical path                                          select[1]
Maximum number of pins on one net before global-route repair                       10
Leakage power summed over all cells                                          0.286 nW
Number of rows in the core area                                                    21
Tally of nets with antenna violations remaining after routing                       0
Fraction of final layout cells sized beyond drive strength 1                    44.8%
Headroom to the max-slew limit                                                  88.5%
Biggest area cells                                                       sky130_fd_sc_hd__mux2i_1 29%, sky130_fd_sc_hd__buf_4 22%, sky130_fd_sc_hd__o2bb2ai_2 16%, sky130_fd_sc_hd__o2bb2ai_1 13%, sky130_fd_sc_hd__buf_6 12%
Warnings, synthesis                                                                 0
Number of antenna violations at the first check in global routing                   0
Number of inserted diodes                                                           0
Tightest Pin Transition                                                        167 ps
Average wire per cell in the routed design                                    11.6 µm
Total via count after detailed routing                                            318
Combined flip-flop and latch cell area                                          0 µm²
Setup violations, final                                                             6
Number of optimization iterations in the first detailed-route pass                  2
# clk buffers                                                                       0
Cell with the most instances on the worst path                           sky130_fd_sc_hd__buf_6
Total Power Consumption                                                    0.000208 W
Largest voltage drop on the vdd net                                       0.0000447 V
Die area                                                                     6400 µm²
Sequential cells                                                                    0
Buffers on Ports                                                                   34
Critical-path cell list                                                  buf_8 > buf_6 > buf_6 > mux2i_1 > o2bb2ai_2 > buf_2
Total tool warning count                                                           34
Starting utilization of the core area                                           8.13%
Chip area estimate from yosys synthesis                                       278 µm²
Post-synthesis share of cell area spent on and, or, nand and nor gates          6.31%
Non-Filler Instances                                                              104
Via count of the first global-routing pass                                        334
Violated checks                                                          negative setup slack
Kind of path behind the tightest hold check                              input port to output pin
Period utilisation layout                                                        107%
I/O pin cnt                                                                        34
Die x size                                                                      80 µm
Count of cell types in the netlist                                                  8
Overflow left after global routing                                                  0
Max-capacitance violation count                                                     0
Area Overhead vs Synth                                                           120%
Maximum clock rate                                                            935 MHz
CP top delay family                                                      buffers and inverters
Run status                                                               finished with violations
Compound Share, Synth                                                           31.1%
Yosys adder share                                                                  0%
Die height                                                                      80 µm
Gpl congestion                                                                  0.726
Power density of the placed cells                                          340 nW/µm²
Layout Utilization                                                              17.9%
GR Util All Layers                                                              3.37%
Worst EP required                                                              800 ps
Post-Place Cells                                                                  101
Kind of critical path                                                    input port to output pin
1st-iter DRT viols                                                                  7
Post-synthesis cell count                                                          29
Standard cell core area                                                      3420 µm²
Final critical-path required period                                           1070 ps
Final standard cell area without fillers                                      612 µm²
Setup repair after global routing missed its margin                              true
Worst Setup Start Kind                                                     input port
Min-delay src                                                               select[1]
Number of remaining DRC errors                                                      0
Yosys Instances                                                                    29
Synthesized area per cell                                                    9.58 µm²
Stage delay of the slowest cell on the critical path                           160 ps
Vias per inst                                                                    3.06
Post-Synth XOR/XNOR Area                                                           0%
Crit path buf inv count                                                             4
Cell area after synthesis                                                     278 µm²
Final Max Slew Viols                                                                0
Main logic family after synthesis                                        buffers and inverters
Register share after synthesis                                                     0%
Wire length of the first global-routing pass                                  1790 µm
Post-cts hold-fix buffer tally                                                      0
Post-synth top cells                                                     8 x sky130_fd_sc_hd__buf_4, 8 x sky130_fd_sc_hd__mux2i_1, 4 x sky130_fd_sc_hd__o2bb2ai_1
Slowest cell on the critical path                                        sky130_fd_sc_hd__mux2i_1
Top cell type by total area after synthesis                              sky130_fd_sc_hd__mux2i_1
Final HPWL DP                                                                 1040 µm
Minimum setup slack in the final design                                      -69.2 ps
WL final                                                                      1200 µm
Data arrival time of the worst path                                            870 ps
Hold Violations, Final                                                              0
Placement Cell Area                                                           604 µm²
Max FO, Critical Path                                                               5
=====================================================================================
[cell usage in the layout, fill, tap and decap left out, drive strengths merged]
master / instances
mux2i: 8
buf: 16
o2bb2ai: 7
nor2b: 1
nand2: 1
dlygate4sd2: 24
o22ai: 1
[metrics by stage]
| step | TNS [ps] | hold WS [ps] | setup slack (ps) |
|---|---|---|---|
| 4_1_cts | -123 | 776 | -79.2 |
| 2_1_floorplan | 0 | 558 | 23.4 |
| 6_report | -101 | 768 | -69.2 |
| 3_3_place_gp | -6710 | 1330 | -867 |
| 5_1_grt | -425 | 799 | -107 |
| 3_5_place_dp | -6790 | 1330 | -873 |
[final cells by class]
| type | count | area, µm² |
|---|---|---|
| fillers | 391 | 2800 |
| multi-input cells | 18 | 214 |
| well taps | 46 | 57.6 |
| repair buffers | 40 | 340 |
[logic make-up (layout without fill, tap and decap cells)]
| group | after synthesis | in the layout |
|---|---|---|
| buffers and inverters | 11 | 40 |
| and+or+nand+nor | 2 | 2 |
| AOI/OAI and AO/OA | 8 | 8 |
| muxes | 8 | 8 |
[tightest hold or removal path, cell delays in order]
cell and delay, ps:
sky130_fd_sc_hd__buf_8 90, sky130_fd_sc_hd__buf_6 120, sky130_fd_sc_hd__o22ai_1 60, sky130_fd_sc_hd__buf_2 110
[per-layer routing]
metal	track usage, %	wire (µm)	part of all wire, %	vias to the layer above
met5	0	0	0	-
met4	0	0	0	0
met3	0.568	68	5.6	0
met2	6.82	681	57	11
met1	3.70	454	38	148
li1	-	-	-	159
[path summary, 6_finish.rpt]
| path | end | slack (ps) | depth (start not counted) |
|---|---|---|---|
| setup / recovery | out[6] | -70 | 6 |
| hold / removal | out[5] | 770 | 4 |
[power by group]
group	switching [W]	internal, W
Clock	0	0
Combinational	0.0000696	0.000138
Sequential	0	0
Total	0.0000696	0.000138
[repair_timing]
item | CTS | global route
setup endpoints to repair | 8 | 8
resized | 69 | 2
pin swaps | 8 | 2
buffers inserted | 4 | 0
No activity file was given, so power comes from the tool's default toggle rates.
