--- config.mk ---
export PLATFORM = sky130hd
export DESIGN_NAME = ALU
export DESIGN_NICKNAME = ALU
export VERILOG_FILES = /design/flow/design.v
export SDC_FILE = /design/flow/constraint.sdc
export NUM_CORES = 4
export LEC_CHECK = 1
export CORE_UTILIZATION = 50
--- constraint.sdc ---
current_design ALU

set clk_period 12.0
set clk_io_pct 0.2

create_clock -name clk0 -period $clk_period [get_ports {clk}]

set non_clock_inputs [all_inputs -no_clocks]
set_input_delay [expr $clk_period * $clk_io_pct] -clock clk0 $non_clock_inputs
set_output_delay [expr $clk_period * $clk_io_pct] -clock clk0 [all_outputs]
--- design.v ---
module ALU(
   input clk,
   input resetn,
   input [7:0] X, Y,
   input [7:0] A_divide,
   input [1:0] op,
   input BEGIN,
   output [15:0] OUT,
   output wire END,
   output [7:0] Q,
   output [7:0] A,
   output [2:0]  count,
   output q_1,
   output [7:0] m,
   output [7:0] sum_out,
   output [17:0] control
);
   wire	A_Din;
   wire	Q_1;
   wire	Q_Din;
   wire [7:0] sum;
   wire	cout;
   wire [2:0] count7;
   wire [17:0] c;
   wire [7:0] M;
   reg [1:0] shift_A;
   reg [1:0] shift_Q;
   reg sum_in;
   assign count = count7;
   assign q_1 = Q_1; 
   assign m = M;
   assign sum_out = sum;
   assign control = c;
   always @(*) begin
      sum_in = (c[2] | c[4] | c[12] | c[13]);
      shift_A = { c[0] | (c[11]) | sum_in | c[10], c[0] | c[6] | sum_in | c[10] };
      shift_Q = { c[0] | (c[11]), c[0] | c[6] };
   end
   MUX_4_to_1 A_Din_mux(  
		       .in0(1'bx),
		       .in1(A[7]), 
		       .in2(Q[7]),
		       .in3(1'bx),
		       .select(shift_A),  
		       .out(A_Din)
		       );
   Register A_Register(
		  .clk(clk),
		  .resetn(resetn),
		  .load_data((c[0]) ? {8{1'b0}} : (c[10] ? A_divide : sum)),
		  .shift(shift_A),
		  .load_Din(1'b0),
		  .Din(A_Din),
		  .Q(A)
		  );
   D_FF Q_1_FlipFlop(
			  .clk(clk),
			  .resetn(resetn),
			  .enable(c[0] | c[6]),
			  .D(c[0] ? 1'b0 : Q[0]), 
			  .Q(Q_1)
			  );
   MUX_4_to_1 Q_Din_mux(
     		       .in0(1'bx),
		       .in1(A[0]), 
		       .in2(1'b0), 
		       .in3(1'bx),
		       .select(shift_Q),
		       .out(Q_Din)
		       );
   reg load_S;
   always @(*) begin
      load_S = c[13] | c[14];  
   end
   Register Q_Register(
		  .clk(clk),
		  .resetn(resetn),
		  .load_data(X),
		  .shift(shift_Q),
		  .load_Din(load_S),
		  .Din(load_S ? ~A[7] : Q_Din),
		  .Q(Q)
		  );
   Register M_Register(
		  .clk(clk),
		  .resetn(resetn),
		  .load_data(Y),
		  .shift({ c[0], c[0] }),
		  .load_Din(1'b0),
		  .Din(1'b0),
		  .Q(M)
		  );
   RippleCarryAdder RCA(
		      .a(c[2] ? Q : A),
		      .b(M),
		      .cin(c[3] | c[12] | c[5]),
		      .enable(c[2] | c[4] | c[12] | c[13]),
		      .cout(cout),
		      .sum(sum)
		      );
   Counter counter(
		   .clk(clk),
		   .resetn(resetn | c[0]),
		   .count_up(c[7]),
		   .count(count7)
		   );
   Control_Unit CU(
		   .clk(clk),
		   .reset(resetn),
		   .begin_sig(BEGIN),
		   .Q0(Q[0]),
		   .Q_1(Q_1),
		   .A7(A[7]),
		   .count7(count7[0] & count7[1] & count7[2]),
		   .op(op),
		   .c(c),
		   .end_sig(END)
		   );
   reg [7:0] OUT_1;
   reg [7:0] OUT_2;
   always @(*) begin
      OUT_1 = c[8] ? A : OUT_1;
      OUT_2 = c[9] | c[15] ? Q[7:0] : Q[7:0];
   end
   assign OUT = { OUT_1, OUT_2 };
endmodule 
module Control_Unit(
   input clk, reset, begin_sig, A7, Q0, Q_1, count7,
   input [1:0] op,
   output reg end_sig,
   output [17:0] c
);
   wire [4:0]cycle;
   wire	cyk0, cyk1, cyk2, cyk3, cyk4;
   assign cyk0 = cycle[0];
   assign cyk1 = cycle[1];
   assign cyk2 = cycle[2];
   assign cyk3 = cycle[3];
   assign cyk4 = cycle[4];
   wire stg0, stg1_8, stg9;  
   wire	reset_stage_0, reset_stage_1_8; 
   assign reset_stage_0 = cyk4 & stg0;  
   assign reset_stage_1_8 = (stg1_8 & count7 & cyk4) | ((~op[1]) & cyk4); 
   Modulo5_Sequence_Counter sc(.clk(clk), .reset(reset), .begin_sig(begin_sig), .end_sig(end_sig), .cycle(cycle));
   SR_FF stage_0 (.s(begin_sig), .r(reset_stage_0), .clk(clk), .q(stg0));  
   SR_FF stage_1_8 (.s(reset_stage_0), .r(reset_stage_1_8), .clk(clk), .q(stg1_8));  
   SR_FF stage_9 (.s(reset_stage_1_8), .r(end_sig), .clk(clk), .q(stg9));  
   assign c[0] = stg0 & cyk0;
   assign c[1] = stg0 & cyk1;
   assign c[2] = stg0 & cyk2 & (~op[1]);	 
   assign c[3] = stg0 & cyk2 & (~op[1] & op[0]);	 
   assign c[10] = stg0 & cyk2 & (op[1] & op[0]);	 
   assign c[11] = (stg0 | stg1_8) & cyk3 & (op[1] & op[0]);	 
   assign c[4] = (stg1_8 | stg9) & cyk0 & (~Q0 & Q_1 | Q0 & ~Q_1) & (op[1] & ~op[0]);	 
   assign c[5] = (stg1_8 | stg9) & cyk0 & (Q0 & ~Q_1) & (op[1] & ~op[0]);	 
   assign c[12] = stg1_8 & cyk0 & (op[1] & op[0]);	 
   assign c[13] = stg1_8 & cyk1 & A7 & (op[1] & op[0]);	 
   assign c[14] = stg1_8 & cyk1 & ~A7 & (op[1] & op[0]);	 
   assign c[7] = stg1_8 & cyk2 & ~count7;	 
   assign c[8] = stg9 & ( (cyk2 & op[1] & ~op[0]) | (cyk0 & ~(op[1] & ~op[0])) );  
   assign c[9] = stg9 & ( (cyk2 & op[1] & ~op[0]) | (cyk1 & ~op[1]) );  
   assign c[15] = stg9 & cyk1 & (op[1] & op[0]);  
   assign c[6] = ( stg1_8 & cyk1 & (op[1] & ~op[0]) ) | ( stg9 & cyk1 & count7 & (op[1] & ~op[0]));	 
   always @(posedge clk) begin
      if (!reset)
        end_sig <= 1'b0;
      else
        end_sig <= c[9] | c[15];
   end
endmodule 
module Counter(
   input clk, resetn,
   input count_up,
   output [2:0] count
 );
   wire [2:0] c;
   T_FF t0(
         .clk(clk),
         .resetn(resetn),
         .T(count_up),
         .Q(c[0])
         );
   T_FF t1(
         .clk(clk),
         .resetn(resetn),
         .T(count_up & c[0]),
         .Q(c[1])
         );
   T_FF t2(
         .clk(clk),
         .resetn(resetn),
         .T(count_up & c[1] & c[0]),
         .Q(c[2])
         );
   assign count = c;
endmodule
module D_FF(
   input      clk,
   input      resetn,
   input      enable,
   input      D,
   output reg Q
);
   always@(posedge clk or negedge resetn) begin
      if(resetn == 0)
	Q <= 0;
      else if(enable)
	  Q <= D;
   end
endmodule 
module Decoder_one_hot(
   input [2:0] count,
   output reg [4:0] cycle
);
    always @(*)
    begin
        cycle = 5'b00000;  
        if (count < 5) cycle[count] = 1'b1;  
    end
endmodule
module FAC(
   input a, b, cin,
   output cout, sum 
);
   assign sum = a ^ b ^ cin;
   assign cout = (a & b) | (cin & (a ^ b));
endmodule
module MUX (
   input  in0, in1,
   input  select,
   output out
);
   assign out = (~select & in0) | (select & in1);
endmodule 
module MUX_4_to_1 (
   input in0, in1, in2, in3,
   input [1:0] select,
   output wire out
);
   wire out_0, out_1;
   MUX mux_0(
         .in0(in0),
         .in1(in1),
         .select(select[0]),
         .out(out_0)
         );
   MUX mux_1(
         .in0(in2),
         .in1(in3),
         .select(select[0]),
         .out(out_1)
         );
   MUX mux(
       .in0(out_0),
       .in1(out_1),
       .select(select[1]),
       .out(out)
       );
endmodule
module MUX_logic(
   input [7:0] in0, in1, in2,
   input [1:0] select,
   output [7:0] out
);
   generate
      genvar i;
      for(i=0; i < 8; i = i + 1) begin: mux
     MUX_4_to_1 mux(
		.in0(in0[i]), 
            	.in1(in1[i]),
            	.in2(in2[i]),
            	.in3(1'bx),
            	.select(select), 
            	.out(out[i])
	);
      end
   endgenerate
endmodule
module Modulo5_Counter(
   input clk, reset, count_up,
   output reg [2:0] count
);
    always @(posedge clk)
    begin
        if (!reset)
            count <= 0;
        else if (count_up)
    begin
        if(count == 3'b100) count <= 3'b000;
                else count <= count + 1;
    end
    end
endmodule
module Modulo5_Sequence_Counter(
   input clk, reset, begin_sig, end_sig,
   output [4:0] cycle
);
    wire q;
    wire [2:0] count;
    SR_FF sr_ff (.s(begin_sig), .r(end_sig), .clk(clk), .q(q));  
    Modulo5_Counter counter (.clk(clk), .reset(reset), .count_up(q), .count(count));  
    Decoder_one_hot decoder (.count(count), .cycle(cycle));  
endmodule
module Register(
   input clk,
   input resetn,
   input Din,
   input load_Din,  
   input [7:0] load_data, 
   input [1:0] shift, 
   output wire [7:0] Q 
);
   wire [7:0] D;
   generate
      genvar i;
      for (i = 0; i < 8; i = i + 1) begin: v
         if (i == 0)
	   MUX_4_to_1 mux_0(
			.in0(Q[0]),  
			.in1(Q[1]),  
			.in2(Din),  
			.in3(load_data[0]),  
			.select(shift),
			.out(D[0])
	);
	 else if(i == 7)
	   MUX_4_to_1 mux_7(
			.in0(Q[7]),  
			.in1(Din),  
			.in2(Q[6]),  
			.in3(load_data[7]),  
			.select(shift),
			.out(D[7])
	);
         else
           MUX_4_to_1 mux_i (
			.in0(Q[i]),
			.in1(Q[i+1]),
			.in2(Q[i-1]),
			.in3(load_data[i]), 
			.select(shift), 
			.out(D[i])
	);
	 if(i == 0)
           D_FF flip_flop_0 (  
			.clk(clk), 
			.resetn(resetn), 
			.enable( shift[0] | shift[1] | load_Din ), 
			.D(load_Din ? Din : D[i]),  
			.Q(Q[i])  
		);
	 else
	   D_FF flip_flop_i (
			.clk(clk), 
			.resetn(resetn), 
			.enable( shift[0] | shift[1] ), 
			.D(D[i]), 
			.Q(Q[i])  
		);
      end
   endgenerate
endmodule
module RippleCarryAdder(
   input [7:0] a, b,
   input cin,
   input enable,
   output cout,
   output [7:0] sum
);
   wire [7:0] bit_sum;
   wire	final_cout;
   wire [7:0] cout_aux;
   wire [7:0] b_xor; 
   assign b_xor= b ^ {8{cin}};  
   generate
      genvar i;
      for(i = 0; i < 8; i = i + 1) begin: v
         if(i == 0)
           FAC f1(.a(a[0]), .b(b_xor[0]), .cin(cin), .cout(cout_aux[0]), .sum(bit_sum[0]));
         else
           FAC f2(.a(a[i]), .b(b_xor[i]), .cin(cout_aux[i-1]), .cout(cout_aux[i]), .sum(bit_sum[i]));
      end
   endgenerate
   assign final_cout = cout_aux[7];
   assign sum = enable ? bit_sum : 8'b0;
   assign cout = enable ? final_cout : 1'b0;
endmodule
module SR_FF(
   input s, r, clk,
   output reg q
);
   initial q = 0; 
   always@(posedge clk)
       begin
           case({s, r})
               2'b00: q <= q;
               2'b01: q <= 1'b0;
               2'b10: q <= 1'b1;
               2'b11: q <= 1'bx;
           endcase
       end
endmodule
module T_FF(
   input clk,
   input resetn,
   input T,
   output reg Q
);
   always@(posedge clk or negedge resetn) begin
      if(resetn == 0)
        Q <= 0;
      else if(T)
        Q <= ~Q;
   end
endmodule 
--- run.sh ---
#!/bin/bash
# OpenROAD 26Q1-2900-gdf79404cd8, Yosys 0.63+post, stock flow scripts
make -C /OpenROAD-flow-scripts/flow DESIGN_CONFIG=/design/flow/config.mk WORK_HOME=/design/flow/orfs finish
==> summary.txt <==
run results: DRC 0, Pleak about 1.6 nW, crit-path max FO 20, Clock Latency Late Sink slightly below 300 ps, distinct lib cells roughly 70, CP Cell Sequence clkdlybuf4s50_1, or2_1, inv_2, o22a_1, xor2_1, fa_1, fa_1, fa_1, fa_1, inv_1, fa_1, inv_1, fa_1, xnor2_1, xnor2_1, xnor2_1, o22ai_2, clkdlybuf4s50_1, Worst Hold Endpoint counter.t2.Q, Avg Cell Area, Syn 9.05 um^2, DP HPWL ~5400 um, Worst path most repeated cell fa_1, worst slew pin tran ~660 ps, CP required 9600 ps, post-cts sizing count 0, slowest stage delay, CP between 600 and 700 ps, Seq pwr share between 30% and 40%, Area growth, synth to finish 26.3%, CTS Buffer Depth 2, fmax between 90 and 100 MHz, CP endpoint kind primary output, number of enable flip-flop cells 4, grt ovf 0, Die Y roughly 80 um, relative slew slack between 50% and 60%, register pins left without a clock 8, asr flop ratio synth 63.6%, Mapped Area 0.00305 mm^2, Final Skew roughly 6.5 ps, CTS tree done, Post-Place Setup Slack between 1500 and 2000 ps, All-Layer GR Usage between 20 and 25%, vias in the first global route ~2300, Num CTS Buffers 5, DR pass1 iterations 4, vias per std cell about 5.4, row count 28, highest-delay cell along the critical path clkdlybuf4s50_1, H-tree depth 2, Root Driver clkbuf_8, hold buffer count at CTS 0, FILL cells a little under 500, data arrival time of the worst path 8060 ps, clock power share 15.6%, quantity of I/O buffers inserted on ports between 90 and 100, Synth warnings 9, RSZ-0062 raised after global routing false, Primary FF master, synth dfrtp_1, post-layout min period 10460 ps, Die W around 80 um, Int Pwr ~0.41 mW, Power Density approximately 160 mW/mm^2, Final Cell Area 0.00385 mm^2, core region area just under 0.006 mm^2, number of unconstrained endpoints 16, # IOs approximately 100, synthesis-stage register bit count between 40 and 50, chip area line of the yosys report approximately 0.0031 mm^2, crit path launch op[1], Placement Cell Area 0.00375 mm^2, Clk pin slew, worst setup/hold paths roughly 80 ps, cell family with most CP delay adder cells, switching power between 0.2 and 0.25 mW, WL/cell 15.3 um, final hold vios 0, Sum Neg Setup Slack 0 ps, hold_sp counter.t2.Q, layout cells sized above 1 7.12%, post-layout period usage of the worst path 87.1%, crit path kind in2out, combinational power share between 40% and 50%, Final Max Tran Viols 0, r2r startpoint CU.sc.counter.count[0], Buf+Inv Stages, Crit Path 5, final antenna-violating net count 0, setup violators final 0, Worst setup SP type primary input, sw frac approximately a third, outcome complete, no violations, Post-CTS Setup Inserts 0, FF-to-FF setup slack 5730 ps, pin count of the biggest net entering global routing 31, initial antenna violation count 0, Worst Reg-to-Reg Cells 22, ant diodes 0, class of the worst hold path reg2reg, Mapped Cells 337, worst setup margin 1540 ps, Hold Path Stages 1, Yosys Instances 337, Log Warnings 29, Core Util at FP around 52%, gp weighted congestion 0.880, peak supply drop 87.7 uV, final WL around 7000 um, first-pass GRT wire length 11700 um, die area around 0.0064 mm^2, Starting DRT DRC Count roughly 180, routed vias around 2500, Max Cap Viol 0
-- cells by family after synthesis --
logic type	Yosys count	share of synthesized area [%]
and+or+nand+nor	138	23.8
buffers and inverters	64	13.9
AOI/OAI and AO/OA	46	12.0
DFF	36	29.5
muxes	20	6.81
adders and majority gates	12	6.40
xor gates and xnor gates	12	3.45
latches	8	3.94
other	1	0.123
-- final cells by class --
class                      instances  area, um^2  share of cell area [%]
multi-input combinational        230        1610                    41.8
sequential                        44        1020                    26.5
timing repair buffer              98         978                    25.4
clock buffer                       8         100                    2.60
tap                               75        93.8                    2.44
inverter                          13        51.3                    1.33
-- power by group through the flow --
| stage | Clock (mW) | Sequential [mW] | Combinational, mW |
|---|---|---|---|
| after CTS | 0.0996 | 0.235 | 0.298 |
| after global routing | 0.107 | 0.245 | 0.333 |
| final | 0.0979 | 0.235 | 0.295 |
-- synthesized netlist by cell type, types with 5 or more instances --
master / count / area [um^2]
nand2_1: 54 / 203
buf_4: 39 / 293
dfrtp_1: 28 / 701
nand3_1: 19 / 95.1
nor2_1: 19 / 71.3
mux2i_1: 17 / 170
inv_1: 10 / 37.5
nor2b_1: 9 / 56.3
dlxtp_1: 8 / 120
o21ai_0: 8 / 40.0
xnor2_1: 7 / 61.3
a21oi_1: 6 / 30.0
and2_1: 6 / 37.5
fa_1: 6 / 120
ha_1: 6 / 75.1
a222oi_1: 5 / 50.1
nand2b_1: 5 / 31.3
xor2_1: 5 / 43.8
-- stage by stage --
stage / cells / power (mW) / hold WS (ps) / utilization, %
2_1_floorplan: 338 / 0.429 / 474 / -
3_3_place_gp: 460 / 0.530 / 515 / 63.8
3_5_place_dp: 460 / 0.533 / 514 / 63.8
4_1_cts: 468 / 0.633 / 536 / 65.5
5_1_grt: 468 / 0.685 / 549 / 65.5
6_report: 468 / 0.628 / 526 / 65.5
-- routing by layer --
metal	up-vias	global-route usage [%]	routed length (um)
met5	-	0	0
met4	0	1.79	31
met3	2	4.15	545
met2	100	35.9	3230
met1	1187	40.8	3370
li1	1244	-	-
-- layout by cell type, fill, tap and decap left out, drive strengths merged, types with 3 or more instances in the layout --
cell type and instances:
dfrtp 28, a222oi 5, nor2 20, dlxtp 8, and2 6, inv 12, clkdlybuf4s50 97, mux2i 17
o21a 3, nor2b 9, dfxtp 4, mux2 3, a21oi 6, o21ai 10, fa 6, a22oi 3
clkbuf 8, nor3 3, nand2b 7, nor4 3, nor4b 4, edfxtp 4, ha 6, nand3 19
xor2 5, nand2 55, xnor2 7
-- worst max-delay path by stage --
stage / to / slack [ps] / depth (start not counted)
CTS: sum_out[7] / 1540 / 18
finish: sum_out[7] / 1540 / 18
global route: sum_out[7] / 1190 / 18
Power is estimated from default activity; no workload was simulated.
